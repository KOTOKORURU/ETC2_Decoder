**/design/flow/constraint.sdc**
```tcl
current_design tft_pix

set clk_period 7.2
set clk_io_pct 0.2

create_clock -name clk0 -period $clk_period [get_ports {tft_sclk_33m}]

set non_clock_inputs [all_inputs -no_clocks]
set_input_delay [expr $clk_period * $clk_io_pct] -clock clk0 $non_clock_inputs
set_output_delay [expr $clk_period * $clk_io_pct] -clock clk0 [all_outputs]
```
**/design/flow/design.v**
```verilog
`timescale 1ns / 1ps
module tft_pix
(
    tft_sclk_33m,
    srst,
    pix_x,
    pix_y,
    decode_finished,
    etc_rgb,
    image_start,
    address,
    pix_data
);
parameter   H_VALID =   10'd800 ,
            V_VALID =   10'd480 ;
parameter   RED     =   16'hF800,
            ORANGE  =   16'hFC00,
            YELLOW  =   16'hFFE0,
            GREEN   =   16'h07E0,
            CYAN    =   16'h07FF,
            BLUE    =   16'h001F,
            PURPPLE =   16'hF81F,
            BLACK   =   16'h0000,
            WHITE   =   16'hFFFF,
            GRAY    =   16'hD69A;
parameter   HEIGHT   =   10'd128,
            WIDTH    =   10'd128,
            PIC_SIZE =   16'd16384;
input tft_sclk_33m;
input srst;
input [10:0] pix_x;
input [10:0] pix_y;
input [15:0] etc_rgb;
input decode_finished;
output [15:0] pix_data;
output [31:0] address;
output image_start;
reg rd_en;
reg [31:0] read_addr;
reg [15:0] rgb;
assign image_start = decode_finished &&(((pix_x >= (((H_VALID - HEIGHT)/2) - 1'b1))
                      && (pix_x < (((H_VALID - HEIGHT)/2) + HEIGHT - 1'b1))) 
                      &&((pix_y >= ((V_VALID - WIDTH)/2))
                      && ((pix_y < (((V_VALID - WIDTH)/2) + WIDTH)))));
assign pix_data = (rd_en == 1'b1) ? etc_rgb : rgb;
assign address  = read_addr;
always@(posedge tft_sclk_33m) begin
    if(!srst) begin
        read_addr <= 31'd0;
        rd_en     <= 1'b0;
    end
    else begin
        if (read_addr == (PIC_SIZE - 1'd1)) begin
            read_addr <= 31'd0;
            rd_en     <= 1'b0;
        end
        else if (image_start) begin
            read_addr <= read_addr + 2'd1;
            rd_en     <= 1'b1;
        end
        else begin
            read_addr <= read_addr;
            rd_en     <= 1'b0;
        end
    end
end
always@(posedge tft_sclk_33m) begin
    if(!srst)
        rgb <= 16'd0;
    if (decode_finished) begin
    if (( pix_x >= 0) && (pix_x < H_VALID / 10 * 1))
        rgb <= RED;
    else if (( pix_x >= (H_VALID / 10 * 1)) && (pix_x < (H_VALID / 10 * 2)))
        rgb <= ORANGE;
    else if (( pix_x >= (H_VALID / 10 * 2)) && (pix_x < (H_VALID / 10 * 3)))
        rgb <= YELLOW;
    else if (( pix_x >= (H_VALID / 10 * 3)) && (pix_x < (H_VALID / 10 * 4)))
        rgb <= GREEN;
    else if (( pix_x >= (H_VALID / 10 * 4)) && (pix_x < (H_VALID / 10 * 5)))
        rgb <= CYAN;
    else if (( pix_x >= (H_VALID / 10 * 5)) && (pix_x < (H_VALID / 10 * 6)))
        rgb <= BLUE;
    else if (( pix_x >= (H_VALID / 10 * 6)) && (pix_x < (H_VALID / 10 * 7)))
        rgb <= PURPPLE;
    else if (( pix_x >= (H_VALID / 10 * 7)) && (pix_x < (H_VALID / 10 * 8)))
        rgb <= BLACK;
    else if (( pix_x >= (H_VALID / 10 * 8)) && (pix_x < (H_VALID / 10 * 9)))
        rgb <= WHITE;
    else if (( pix_x >= (H_VALID / 10 * 9)) && (pix_x < (H_VALID)))
        rgb <= GRAY;
    else
        rgb <= BLACK;
    end
end
endmodule
```
**/design/flow/run.sh**
```bash
#!/bin/bash
# OpenROAD 26Q1-2900-gdf79404cd8, Yosys 0.63+post, stock flow scripts
make -C /OpenROAD-flow-scripts/flow DESIGN_CONFIG=/design/flow/config.mk WORK_HOME=/design/flow/orfs finish
```
**/design/flow/config.mk**
```make
export PLATFORM = sky130hd
export DESIGN_NAME = tft_pix
export DESIGN_NICKNAME = tft_pix
export VERILOG_FILES = /design/flow/design.v
export SDC_FILE = /design/flow/constraint.sdc
export NUM_CORES = 4
export LEC_CHECK = 1
export CORE_UTILIZATION = 40
```
==> flow_metrics.env <==
# source this file to load flow results
export IMPL_cts_hold_buf=0
export IMPL_grt_overflow=0
export IMPL_final_setup_worst_slack_ps=1960
export IMPL_combinationalPowerShare_pct=12.4
export IMPL_dpl_worst_slack_ps=1980
export IMPL_yosysChipArea_sq_um=2400
export IMPL_first_iter_violations=74
export IMPL_grt_pass1_wl_um=10100
export IMPL_diodes=0
export IMPL_cts_htree_levels=2
export IMPL_cellLeakagePower_nw=1.11
export IMPL_viasPerCell=5.39
export IMPL_gp_congestion=0.848
export IMPL_yosysWarnings=1
export IMPL_grt_antenna_before_repair=0
export IMPL_drive_above_1_share_pct=5.13
export IMPL_start_kind="primary input"
export IMPL_hp_start="read_addr[11]$_SDFFE_PP0P_"
export IMPL_max_stage_delay_ps=570
export IMPL_ys_seq_share_pct=36.3
export IMPL_cap_violations=0
export IMPL_grtUsageTotal_pct=20.1
export IMPL_port_buffers=85
export IMPL_clockBufferDepth=2
export IMPL_slew_headroom_pct=41.6
export IMPL_syn_area_sq_um=2400
export IMPL_ys_ff=40
export IMPL_arrival_ps=3800
export IMPL_vdd_drop_max_mv=0.0907
export IMPL_postCtsSetupBuffers=0
export IMPL_r2r_start="read_addr[0]$_SDFFE_PP0P_"
export IMPL_finalCritPeriodShare_pct=72.7
export IMPL_worstSetupPathType="in -> out"
export IMPL_synth_avg_cell_area_sq_um=7.72
export IMPL_initCoreUtil_pct=42.6
export IMPL_synth_cell_types=44
export IMPL_setup_viol=0
export IMPL_root_buffer="clkbuf_8"
export IMPL_fp_dieW_um=79.5
export IMPL_switching_share_pct=21.2
export IMPL_maxSlewViolCount=0
export IMPL_rsz0062_at_grt="no"
export IMPL_ys_cells=311
export IMPL_area_growth_pct=41.2
export IMPL_grt_max_degree=53
export IMPL_worst_pin_slew_ps=875
export IMPL_coreArea_sq_um=5640
export IMPL_num_rows=27
export IMPL_end_kind="output port"
export IMPL_clock_sinks=40
export IMPL_power_density_nw_per_um2=139
export IMPL_hold_path_class="reg -> reg"
export IMPL_warning_count=30
export IMPL_hold_viol=0
export IMPL_required_ps=5760
export IMPL_wirelength_um=6030
export IMPL_finalClockSkew_ps=12.4
export IMPL_flop_cell="dfxtp_1"
export IMPL_cp_startpoint="pix_x[5]"
export IMPL_drcViolationCount=0
export IMPL_cp_cell_sequence="clkdlybuf4s50_1 -> or2_2 -> a21oi_1 -> a211o_1 -> buf_4 -> inv_1 -> clkdlybuf4s50_1"
export IMPL_clkLatencyLatePin_ps=290
export IMPL_synth_edff_count=7
export IMPL_cts_resized=0
export IMPL_fillers=520
export IMPL_cp_slowest_cell="clkdlybuf4s50_1"
export IMPL_seqPwrFrac_pct=49.3
export IMPL_syn_instance_count=311
export IMPL_die_h_um=79.5
export IMPL_crit_top_cell="clkdlybuf4s50_1"
export IMPL_wire_per_inst_um=13.1
export IMPL_ios=90
export IMPL_clockPowerShare_pct=38.4
export IMPL_drtAntennaViolNets=0
export IMPL_p_int_mw=0.371
export IMPL_cp_max_fo=52
export IMPL_cts_buffers=5
export IMPL_fin_crit_ps=5240
export IMPL_fmax_mhz=191
export IMPL_status="complete, no violations"
export IMPL_die_area_sq_um=6320
export IMPL_via_count=2489
export IMPL_grt_pass1_vias=2184
export IMPL_p_sw_mw=0.0996
export IMPL_setup_tns_ps=0
export IMPL_hpwl_um=4320
export IMPL_cts_tree="done"
export IMPL_drt_pass1_iter_count=4
export IMPL_path_clk_slew_ps=80
export IMPL_async_reset_ff_share_pct=0
## flip-flops by register name (all words and copies together), names as in the netlist
name and cells:
read_addr 32, rd_en 1, rgb 7
## logic make-up after synthesis
group | count (synthesis) | synth area share (%)
mux | 4 | 1.72
buf+inv | 28 | 5.11
simple gates | 155 | 35.1
fa+ha+maj | 1 | 0.521
flops | 40 | 36.3
compound gates | 81 | 20.6
xor+xnor | 2 | 0.730
## final timing paths
kind                                     end  slack (ps)  cells past startpoint
setup / recovery                 image_start        1960                      7
hold / removal    read_addr[11]$_SDFFE_PP0P_         510                      2
setup reg to reg   read_addr[2]$_SDFFE_PP0P_        4870                      7
hold reg to reg   read_addr[11]$_SDFFE_PP0P_         510                      2
## placed cells by master (no fill, tap or decap), types with 8 or more instances in the layout
cell type	netlist	layout
a21oi_1	36	36
clkdlybuf4s50_1	0	85
dfxtp_1	33	33
inv_1	11	11
nand2_1	53	53
nand2b_1	8	8
nand3_1	11	11
nand4_1	16	16
nor2_1	11	11
o21ai_0	19	19
or3_1	16	16
## synthesized netlist by cell type (8+ instances only)
master    instances  area (sq um)
clkbuf_1          9          33.8
a21oi_1          36           180
or3_1            16           100
inv_1            11          41.3
nand2b_1          8          50.1
nand4_1          16           100
nand2_1          53           199
nor2_1           11          41.3
dfxtp_1          33           661
o21ai_0          19          95.1
nand3_1          11          55.1
## critical path, delay by kind of cell
kind            cells  cell delay, ps
simple gates        1             380
compound gates      2             440
buf+inv             4            1520
## final cells by class
class                      instances  area, sq um  share of cell area [%]
clock buffer                       6         72.6                    2.14
clock inverter                     2         35.0                    1.03
inverter                          11         41.3                    1.22
multi-input combinational        243         1410                    41.5
sequential                        40          871                    25.7
tap                               72         90.1                    2.66
timing repair buffer              88          873                    25.8
## per-layer routing
layer	vias to the layer above	routed length, um	share of wire (%)	track usage, %
met3	5	527	8.7	3.83
met1	1092	2940	49	31.4
li1	1305	-	-	-
met4	0	40	0.66	1.64
met2	87	2530	42	30.7
met5	-	0	0	0
## power by group through the flow
| stage | Sequential (mW) | Combinational [mW] | Clock, mW |
|---|---|---|---|
| CTS | 0.232 | 0.0586 | 0.185 |
| global route | 0.232 | 0.0645 | 0.194 |
| finish | 0.232 | 0.0582 | 0.181 |
## per-stage QoR
stage	utilization (%)	std cells	area, sq um	total power, mW	hold WS, ps
after detailed placement	58.2	454	3280	0.295	493
after global routing	60.1	462	3390	0.491	531
after global placement	58.2	454	3280	0.295	492
final	60.1	462	3390	0.471	507
after CTS	60.1	462	3390	0.475	508
after floorplan	-	311	2400	0.257	451
Power figures rest on the tool's default switching activity, not on a simulated workload.
