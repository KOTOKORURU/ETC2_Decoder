File: /design/flow/design.v
`timescale 1ns / 1ps
module etc_address_generator
(
    sclk,
    rsrt,
    addr_rtr,
    blockX,
    blockY,
    pixIdx,
    width,
    out_addr,
    addr_valid
);
input sclk;
input rsrt;
input addr_rtr;
input[7:0] blockY;
input[7:0] blockX;
input[10:0] width;
input[3 :0] pixIdx;
output       addr_valid;
output[31:0] out_addr;
reg[31:0] final_addr;
reg       valid;
assign out_addr   = final_addr;
assign addr_valid = valid && addr_rtr;
reg[31:0] curPos;
reg[31:0] addr;
reg[31:0] widthX2;
always@(*) begin
    curPos  = 32'd0;
    addr    = 32'd0;
    widthX2 = 32'd0;
    if (addr_rtr) begin
        widthX2 = width << 1;
        case(pixIdx)
        4'b0000: curPos = 32'd0;
        4'b0001: curPos = width;
        4'b0010: curPos = widthX2;
        4'b0011: curPos = widthX2 + width;
        4'b0100: curPos = 4'd1;
        4'b0101: curPos = 4'd1 + width;
        4'b0110: curPos = 4'd1 + widthX2;
        4'b0111: curPos = 4'd1 + widthX2 + width;
        4'b1000: curPos = 4'd2;
        4'b1001: curPos = 4'd2 + width;
        4'b1010: curPos = 4'd2 + widthX2;
        4'b1011: curPos = 4'd2 + widthX2 + width;
        4'b1100: curPos = 4'd3;
        4'b1101: curPos = 4'd3 + width;
        4'b1110: curPos = 4'd3 + widthX2;
        4'b1111: curPos = 4'd3 + widthX2 + width;
        endcase
        addr = (blockY * (width << 2) + (blockX << 2)) + curPos;
    end
end
always@(posedge sclk) begin
    final_addr <= 32'd0;
    valid      <= 1'b0;
    if (addr_rtr) begin
        final_addr <= addr;
        valid      <= 1'b1; 
    end
end
endmodule
File: /design/flow/run.sh
#!/bin/bash
# OpenROAD 26Q1-2900-gdf79404cd8, Yosys 0.63+post, stock flow scripts
make -C /OpenROAD-flow-scripts/flow DESIGN_CONFIG=/design/flow/config.mk WORK_HOME=/design/flow/orfs finish
File: /design/flow/config.mk
export PLATFORM = sky130hd
export DESIGN_NAME = etc_address_generator
export DESIGN_NICKNAME = etc_address_generator
export VERILOG_FILES = /design/flow/design.v
export SDC_FILE = /design/flow/constraint.sdc
export NUM_CORES = 4
export LEC_CHECK = 1
export CORE_UTILIZATION = 40
File: /design/flow/constraint.sdc
current_design etc_address_generator

set clk_period 9.8
set clk_io_pct 0.2

create_clock -name clk0 -period $clk_period [get_ports {sclk}]

set non_clock_inputs [all_inputs -no_clocks]
set_input_delay [expr $clk_period * $clk_io_pct] -clock clk0 $non_clock_inputs
set_output_delay [expr $clk_period * $clk_io_pct] -clock clk0 [all_outputs]
==> summary.log <==
INFO  logic_synthesis ys_seq_share=0.0674
INFO  route          antenna-diode-count=0
INFO  logic_synthesis synthesis.area=6840um^2
INFO  route          drtAntennaViolNets=0
INFO  sta            report.final.setup_viol=0
INFO  clock_tree     post_cts_buffers=0
INFO  power          cellPowerDensity=211nW/um^2
INFO  job            maxCapViolations=0
INFO  sta            maxSlewHeadroom=0.351
INFO  sta            finalCriticalPeriod=8.13ns
INFO  logic_synthesis post_syn_area_per_cell=7.65um^2
INFO  route          drt-pass1-iter-count=6
INFO  route          maxUsedRoutingLayer=met4
INFO  logic_synthesis ys_top_cells_by_count=inv_1, ha_1, nand2_1
INFO  sta            finalSetupTns=0ns
INFO  finish         layout.area.comb=5760um^2
INFO  sta            final_hold_viol_count=0
INFO  floorplan      num_rows=47
INFO  power          p_leak=3.49nW
INFO  logic_synthesis netlist.top_cell.by_area=fa_1
INFO  power          max_rail_drop_vdd=0.187mV
INFO  logic_synthesis dominantRegCellSynth=dfxtp_1
INFO  floorplan      initCoreUtil=0.411
INFO  logic_synthesis top_cells_by_area=fa_1, ha_1, dfxtp_1, inv_1, and2_1
INFO  floorplan      design.core.area=16600um^2
INFO  clock_tree     tritoncts=yes
INFO  floorplan      fp.dieArea=17600um^2
INFO  place          dpl-instance-area=7590um^2
INFO  sta            hold_ws=2.36ns
INFO  route          routed-wl-met3=1.17mm
INFO  floorplan      floorplan.io_pins=67
INFO  outcome        run_status=complete, no violations
INFO  logic_synthesis netlist.top_cell.by_instances=inv_1
INFO  finish         fillers=1661
INFO  finish         finalCoreUtilization=0.461
INFO  logic_synthesis ys.warnings.count=1
INFO  clock_tree     cts_buffers=3
INFO  route          detailroute.via_count=6070
INFO  logic_synthesis async_reset_ff_frac=0
INFO  clock_tree     cts.sink_count=23
INFO  worst_setup_path arrival=8.27ns
INFO  clock_tree     post_cts_hold_buffer_count=0
INFO  worst_setup_path path_class=primary input to register
INFO  finish         total_area_of_sequential_cells=460um^2
INFO  worst_setup_path timing.critical_path.fanout_max=11
INFO  finish         layout_overhead_on_the_synthesized_area=12.1%
INFO  job            stage_log_warning_count=36
INFO  place          port_buffers=55
INFO  place          routabilityCongestion=0.974
INFO  clock_tree     cts_root_buffer=clkbuf_16
INFO  sta            finalClockPeriodUsage=0.829
INFO  clock_tree     cts_max_path_buffers=2
INFO  grt            first_pass_grt_wire_length=29.1mm
INFO  hold_path      worstHoldPathType=primary input to register
INFO  sta            grt_setup_unrepaired=false
INFO  grt            first_global_vias=5650
INFO  clock_tree     post_cts_resize_count=0
INFO  worst_setup_path timing.critical_path.to_type=register
INFO  finish         post-route-cell-area=7660um^2
INFO  route          finalWirelength=17.7mm
INFO  power          post-layout-total-power=0.00162W
INFO  logic_synthesis top_area_frac=0.193
INFO  logic_synthesis synth-edff-count=0
INFO  worst_setup_path setup.worst_path.start_class=primary input
INFO  route          average_wire_per_standard_cell=15.4um
INFO  grt            combined_global_route_utilization_of_all_metal_layers=0.211
INFO  grt            grt_max_degree=42
INFO  clock_tree     path_clk_slew=0.05ns
INFO  route          route.met2.wl=7.14mm
INFO  finish         fraction_of_final_layout_cells_sized_beyond_drive_strength_1=0.0280
INFO  route          drc_errors=0
INFO  place          detailed_place_hpwl=14.6mm
INFO  floorplan      chipHeight=133um
INFO  sta            worst-slew-pin-transition=0.964ns
INFO  logic_synthesis yosysCellCount=893
INFO  floorplan      dieWidth=133um
INFO  logic_synthesis synth_chip_area=6840um^2
INFO  route          wirelength_met1=9.20mm
INFO  logic_synthesis synth.distinct_cells=61
INFO  route          drtIter0Drc=456
INFO  grt            antenna_found_initial=0
INFO  sta            drv_slew=0
INFO  logic_synthesis yosys_register_bits=23
INFO  sta            maxClockFrequency=123MHz
INFO  worst_setup_path required=9.95ns
INFO  clock_tree     ctsHtreeMaxLevel=1
INFO  logic_synthesis netlist_instances=893
INFO  grt            grt.overflow.total=0
INFO  route          via_density=5.29
==> per-stage QoR <==
| step | setup slack [ns] | cells |
|---|---|---|
| 3_5_place_dp | 1.41 | 1144 |
| 3_3_place_gp | 1.43 | 1144 |
| 4_1_cts | 1.66 | 1148 |
| 5_1_grt | 1.29 | 1148 |
| 6_report | 1.67 | 1148 |
| 2_1_floorplan | 2.12 | 902 |
==> logic make-up after synthesis <==
| group | after synthesis | synth area share |
|---|---|---|
| buffers and inverters | 164 | 0.0956 |
| DFF | 23 | 0.0674 |
| xor gates and xnor gates | 54 | 0.0692 |
| other | 1 | 0.000549 |
| AOI/OAI and AO/OA | 193 | 0.184 |
| adders and majority gates | 149 | 0.345 |
| muxes | 8 | 0.0117 |
| and+or+nand+nor | 301 | 0.227 |
==> report_power, final <==
| part | internal [W] | total (W) | switching, W |
|---|---|---|---|
| clock network | 0.0000554 | 0.0000847 | 0.0000293 |
| logic | 0.000631 | 0.00140 | 0.000766 |
| registers | 0.000131 | 0.000137 | 0.00000609 |
| total | 0.000817 | 0.00162 | 0.000802 |
==> path summary, 6_finish.rpt <==
path      start                   endpoint  slack, ns  depth (start not counted)
max   blockY[7]  final_addr[21]$_SDFF_PN0_       1.67                         20
min    addr_rtr              valid$_DFF_P_       2.36                          1
==> cell type report <==
class	count	area share
multi-input cells	715	0.751
repair buffers	69	0.0855
flip-flops and latches	23	0.0601
inverters	117	0.0573
well taps	220	0.0359
clock buffers	4	0.0103
==> flip-flops by register name, summed over array words and instances (netlist names) <==
register	cells
final_addr	22
valid	1
==> placed cells by master (no fill, tap or decap), types with 7 or more instances in the layout <==
cell type,count
inv_1,116
ha_1,83
nand2_1,80
and2_1,67
fa_1,66
clkdlybuf4s50_1,55
a21oi_1,52
nor2_1,47
o21ai_0,43
xnor2_1,34
nand3_1,25
dfxtp_1,23
xor2_1,20
nor3_1,18
buf_4,14
nand2b_1,11
o21a_1,11
a21o_1,11
nor2b_1,10
a211oi_1,10
conb_1,10
o211ai_1,9
and3_1,9
mux2i_1,8
o21bai_1,7
nor4_1,7
==> critical path: stages <==
cell,delay (ns)
clkdlybuf4s50_1,0.76
nand2_1,0.15
fa_1,0.52
fa_1,0.54
inv_1,0.05
fa_1,0.52
inv_1,0.05
fa_1,0.54
inv_1,0.05
ha_1,0.37
xor2_1,0.21
fa_1,0.50
inv_1,0.04
ha_1,0.33
a211oi_1,0.38
a21o_1,0.17
nand2_1,0.08
o41ai_1,0.63
nor3_1,0.18
and3b_1,0.22
==> metal layers <==
metal | global-route usage | vias to the layer above
met5 | 0 | -
met4 | 0.0249 | 0
met3 | 0.0309 | 15
met2 | 0.306 | 223
met1 | 0.348 | 2764
li1 | - | 3068
Power and IR drop assume default switching activity.
