==> ./design.v <==
`timescale 1ns / 1ps
module etc_rgb_decoder_th_generator(
    sclk,
    rtr,
    flag_punchThrough,
    aplha,
    pixIdx,
    block,
    baseColor_0,
    baseColor_1,
    baseColor_2,
    baseColor_3,
    color_rts,
    r,
    g,
    b,
    a
    );
input sclk;
input rtr;
input flag_punchThrough;
input aplha;
input[3 :0] pixIdx;
input[63:0] block;
input[8 * 3 - 1:0] baseColor_0;
input[8 * 3 - 1:0] baseColor_1;
input[8 * 3 - 1:0] baseColor_2;
input[8 * 3 - 1:0] baseColor_3;
output color_rts;
output[7:0] r;
output[7:0] g;
output[7:0] b;
output[7:0] a;
reg[1:0] index;
always@(*) begin
    index = 2'b0;
    if (rtr) begin
        index = (block[pixIdx + 5'd16] << 1 | block[pixIdx]);
    end
end
reg valid;
reg[7:0] r_d;
reg[7:0] g_d;
reg[7:0] b_d;
reg[7:0] a_d;
assign color_rts = valid && rtr;
assign r = r_d;
assign g = g_d;
assign b = b_d;
assign a = a_d;
always@(posedge sclk) begin
    r_d   <= 8'd0;
    g_d   <= 8'd0;
    b_d   <= 8'd0;
    a_d   <= 8'd0;
    valid <= 1'b0;
    if ((index != 2 || flag_punchThrough == 1'b0) && rtr) begin
        case(index) 
        2'b00 : begin 
            r_d <= baseColor_0[7 : 0];
            g_d <= baseColor_0[15: 8];
            b_d <= baseColor_0[23:16];
        end
        2'b01 : begin
            r_d <= baseColor_1[7 : 0];
            g_d <= baseColor_1[15: 8];
            b_d <= baseColor_1[23:16];
        end
        2'b10 : begin
            r_d <= baseColor_2[7 : 0];
            g_d <= baseColor_2[15: 8];
            b_d <= baseColor_2[23:16];
            end
        2'b11 : begin
            r_d <= baseColor_3[7 : 0];
            g_d <= baseColor_3[15: 8];
            b_d <= baseColor_3[23:16];
            end
        endcase
        valid <= 1'b1;
    end
    if (aplha || flag_punchThrough == 1'b0) begin
        a_d <= 8'd255;
    end
end
endmodule
==> ./run.sh <==
#!/bin/bash
# OpenROAD 26Q1-2900-gdf79404cd8, Yosys 0.63+post, stock flow scripts
make -C /OpenROAD-flow-scripts/flow DESIGN_CONFIG=/design/flow/config.mk WORK_HOME=/design/flow/orfs finish
==> ./config.mk <==
export PLATFORM = sky130hd
export DESIGN_NAME = etc_rgb_decoder_th_generator
export DESIGN_NICKNAME = etc_rgb_decoder_th_generator
export VERILOG_FILES = /design/flow/design.v
export SDC_FILE = /design/flow/constraint.sdc
export NUM_CORES = 4
export LEC_CHECK = 1
export CORE_AREA = 10 10 108 108
export DIE_AREA = 0 0 118 118
==> ./constraint.sdc <==
current_design etc_rgb_decoder_th_generator

set clk_period 5.0
set clk_io_pct 0.2

create_clock -name clk0 -period $clk_period [get_ports {sclk}]

set non_clock_inputs [all_inputs -no_clocks]
set_input_delay [expr $clk_period * $clk_io_pct] -clock clk0 $non_clock_inputs
set_output_delay [expr $clk_period * $clk_io_pct] -clock clk0 [all_outputs]
==> impl_metrics.env <==
# flow metrics
export IMPL_status="completed"
export IMPL_max_stage_delay_ns=0.75
export IMPL_max_cap_violations=0
export IMPL_synthTopLogicFamily="AND-OR/OR-AND gates"
export IMPL_whs_ns=1.26
export IMPL_route_vias_total=2334
export IMPL_clock_fmax_ghz=0.268
export IMPL_synth_area_sq_um=1950
export IMPL_synth_most_common_cell="nor3_1"
export IMPL_io_pins=201
export IMPL_synthToLayoutAreaGrowth_pct=89.6
export IMPL_yosys_warnings=1
export IMPL_flop_cell="dfxtp_1"
export IMPL_grt_pass1_vias=2551
export IMPL_wl_per_cell_um=18.1
export IMPL_wl_um=8880
export IMPL_drive_above_1_share=0.113
export IMPL_clock_sinks=26
export IMPL_crit_buf_inv=2
export IMPL_place_gp_congestion=0.791
export IMPL_start_kind="input pin"
export IMPL_ys_chip_area_sq_um=1950
export IMPL_place_hpwl_um=7010
export IMPL_grt_usage=0.125
export IMPL_drc=0
export IMPL_whs_endpoint="b_d[3]$_SDFF_PN0_"
export IMPL_path_cells="clkdlybuf4s50_1, mux4_2, mux2_2, and3b_1, or2_1, buf_4, o211ai_1, o31ai_1"
export IMPL_ys_cells=219
export IMPL_ys_types=30
export IMPL_min_path_type="input pin to register"
export IMPL_cts_clk_slew_worst_paths_ns=0.10
export IMPL_cts_resized=0
export IMPL_globalRouteOverflowTotal=0
export IMPL_fin_util=0.398
export IMPL_ys_sh_xor=0
export IMPL_tightestPinTransition_ns=0.688
export IMPL_setup_tns_final_ns=0
export IMPL_ys_seq_frac=0.267
export IMPL_p_total_mw=0.698
export IMPL_syn_inst=219
export IMPL_synth_async_reset_ratio=0
export IMPL_cp_arrival_ns=3.89
export IMPL_leakagePower_nw=1.27
export IMPL_core_area_sq_um=9280
export IMPL_setup_ws_ns=1.27
export IMPL_edf_count=0
export IMPL_viasPerCell=4.74
export IMPL_cts_max_level=1
export IMPL_ant_nets=0
export IMPL_post_synth_top_area_fraction=0.267
export IMPL_post_dp_cell_area_sq_um=3650
export IMPL_aoi_share=0.270
export IMPL_worstSetupEndpointType="register"
export IMPL_insertedDiodeCount=0
export IMPL_dr_pass1_iters=4
export IMPL_portBuffers=168
export IMPL_ys_sh_simple=0.250
export IMPL_crit_fanout=12
export IMPL_post_cts_buffers=0
export IMPL_clockBufferDepth=2
export IMPL_antenna_found_initial=1
export IMPL_met1Wirelength_um=4010
export IMPL_final_setup_viol_count=0
export IMPL_top_layer="met5"
export IMPL_cts_made_buffers=3
export IMPL_die_h_um=118
export IMPL_min_period_ns=3.73
export IMPL_root_buffer="clkbuf_8"
export IMPL_synthTopCellsByArea="dfxtp_1 (27%), o211ai_2 (13%), nor3_1 (12%)"
export IMPL_finalClockPeriodUsage=0.746
export IMPL_holdBufCountCts=0
export IMPL_grt_pass1_wl_um=14300
export IMPL_top_cells_by_count="nor3_1 (46), dfxtp_1 (26), nand4_1 (23), o31ai_1 (23), o211ai_2 (20)"
export IMPL_fp_util=0.210
export IMPL_crit_cells=8
export IMPL_peakVddDrop_mv=0.0736
export IMPL_hold_viol=0
export IMPL_row_count=35
export IMPL_met2_length_um=4190
export IMPL_synth_area_per_cell_sq_um=8.90
export IMPL_synth_area_leader_cell="dfxtp_1"
export IMPL_slew_headroom=0.541
export IMPL_die_area_sq_um=13900
export IMPL_ys_sh_mux=0.105
export IMPL_crit_path_top_delay_cell="clkdlybuf4s50_1"
export IMPL_dr_wl_met3_um=620
export IMPL_crit_type="input pin to register"
export IMPL_drv_slew=0
export IMPL_cts_tree="built"
export IMPL_p_per_area_nw_per_um2=189
export IMPL_synth_ff_latch_count=26
export IMPL_die_w_um=118
export IMPL_dp_slack_ns=0.962
export IMPL_hold_path_cell_count=3
export IMPL_drt_iter0_drc=130
export IMPL_rsz0062_at_grt="false"
export IMPL_fa_ha_area_frac=0
export IMPL_openroad_warnings=57
export IMPL_dp_cells=489
export IMPL_crit_family="buffers and inverters"
export IMPL_fill_cells=976
export IMPL_grt_max_degree=47
export IMPL_final_cell_area_sq_um=3690
export IMPL_layout_cells_non_filler=492
export IMPL_cp_required_ns=5.16
export IMPL_min_from="rtr"
-- per-layer routing --
| metal | global-route usage | up-vias |
|---|---|---|
| met5 | 0 | - |
| met4 | 0.00927 | 2 |
| met3 | 0.0365 | 4 |
| met2 | 0.205 | 99 |
| met1 | 0.168 | 1088 |
| li1 | - | 1141 |
-- where the power goes --
| part | switching, mW | internal (mW) |
|---|---|---|
| combinational | 0.133 | 0.200 |
| sequential | 0.00721 | 0.234 |
| clock | 0.0694 | 0.0541 |
-- state kept, by name, indices dropped and copies added (netlist names) --
register / cells
a_d: 1
valid: 1
b_d: 8
g_d: 8
r_d: 8
-- layout by cell type, fill, tap and decap left out, drive strengths merged --
cell           instances
mux2i                  7
nand2                  2
o21bai                 1
a21boi                 2
nor2                   5
and2                   3
nand2b                 1
nor3                  46
o211ai                23
dfxtp                 26
o311ai                 1
a22oi                  2
o31ai                 23
inv                    1
and4                   1
clkbuf                 3
buf                    9
clkdlybuf4s50        167
mux2                   2
a2bb2oi                1
mux4                   5
nand4                 23
a221oi                 2
and3b                  1
or2                    2
nor2b                  4
-- cell families after synthesis --
logic type / count (synthesis)
simple gates: 88
buf+inv: 36
compound gates: 55
flops: 26
mux: 14
-- layout make-up --
class,instances,area (sq um),share of cell area
Clock buffer,3,41.3,0.0112
Inverter,1,3.75,0.00102
Multi-Input combinational cell,157,1230,0.333
Sequential cell,26,520,0.141
Tap cell,129,161,0.0437
Timing Repair Buffer,176,1740,0.470
-- worst max path at each step --
stage,start,endpoint,slack [ns]
4_1_cts,pixIdx[2],b_d[6]$_SDFF_PN0_,1.26
5_1_grt,pixIdx[2],b_d[5]$_SDFF_PN0_,1.10
6_report,pixIdx[2],b_d[6]$_SDFF_PN0_,1.27
Power figures rest on the tool's default switching activity, not on a simulated workload.
